### design/flow/run.sh
#!/bin/bash
# OpenROAD 26Q1-2900-gdf79404cd8, Yosys 0.63+post, stock flow scripts
make -C /OpenROAD-flow-scripts/flow DESIGN_CONFIG=/design/flow/config.mk WORK_HOME=/design/flow/orfs finish
### design/flow/config.mk
export PLATFORM = sky130hd
export DESIGN_NAME = datapath
export DESIGN_NICKNAME = datapath
export VERILOG_FILES = /design/flow/design.v
export SDC_FILE = /design/flow/constraint.sdc
export NUM_CORES = 4
export LEC_CHECK = 1
export CORE_UTILIZATION = 50
### design/flow/constraint.sdc
current_design datapath

set clk_period 12.2
set clk_io_pct 0.2

create_clock -name clk0 -period $clk_period [get_ports {clk}]

set non_clock_inputs [all_inputs -no_clocks]
set_input_delay [expr $clk_period * $clk_io_pct] -clock clk0 $non_clock_inputs
set_output_delay [expr $clk_period * $clk_io_pct] -clock clk0 [all_outputs]
### design/flow/design.v
module ALU(Ain,Bin,ALUop,out,status);
	input [15:0] Ain, Bin;
	input [1:0] ALUop;
	output reg [15:0] out;
	output reg[2:0] status;
	wire [15:0] cmp_out;
	assign cmp_out = Ain - Bin;  
always_comb begin 
	case(ALUop)
		2'b00: {out, status} = {Ain + Bin, 3'bxxx};
		2'b01: {out, status} = {{16{1'bx}}, (cmp_out[15] == 1'b1) ? 1'b1 : 1'b0, (Ain[15] & ~Bin[15] & ~cmp_out[15]) | (~Ain[15] & Bin[15] & cmp_out[15]), (cmp_out[15:0] == {16{1'b0}}) ? 1'b1 : 1'b0} ;
		2'b10: {out, status} = {Ain & Bin, 3'bxxx};
		2'b11: {out, status} = {~Bin, 3'bxxx};	
		default: {out, status} = {19{1'bx}};
	endcase
end		
endmodule 
module datapath(clk, readnum, vsel, loada, loadb, shift, asel, bsel, ALUop, loadc, loads, writenum, write, mdata, sximm8, sximm5, PC, N, V, Z, out);
	input [15:0] mdata, sximm8, sximm5;
	input[7:0] PC;
	input reg loada, loadb, loadc, loads, asel, bsel, write;
	input[1:0] vsel;
	input clk;
	input reg [2:0] readnum, writenum;
	input reg[1:0] shift, ALUop;
	output N, V, Z;
	output [15:0] out;
	reg [15:0] data_in, data_out, Ain, Bin, in, out_load;  
	wire [15:0] data_regfile, ALUout, data_outa, data_outb, sout;  
	wire[2:0] status, status_out;
	reg [2:0] status_in; 
	wire[15:0] C;  
	vDFFE #(16)LR1(clk, loada, data_out, data_outa);  
	vDFFE #(16)LR2(clk, loadb, data_out, data_outb);  
	vDFFE #(16)LR3(clk, loadc, out_load, C);    
	vDFFE #(3) LR4(clk, loads, status_in, status_out);  
	regfile REGFILE(data_in,writenum,write,readnum,clk,data_regfile);  
	shifter SHIFTER(in, shift, sout);  
	ALU ALU(Ain, Bin, ALUop, ALUout, status);  
	always_comb begin
		data_in = (vsel[1] == 1) ? ((vsel[0] == 1) ? mdata : sximm8) : ((vsel[0] == 1) ? {{8{1'b0}}, PC} : C); 
		data_out = data_regfile;  
		in = data_outb;  
		Ain = asel ? {16{1'b0}} : data_outa;
		Bin = bsel ? sximm5 : sout;  
		out_load = ALUout;  
		status_in = status;  
	end
	assign N = status_out[2];
	assign V = status_out[1];
	assign Z = status_out[0];
	assign out = C;
endmodule:datapath
module regfile(data_in,writenum,write,readnum,clk,data_out);
	input reg[15:0] data_in;
	input reg[2:0] writenum, readnum;
	input write, clk;
	output reg[15:0] data_out;
	wire [7:0] writenum_onebit, readnum_onebit; 
	wire [15:0] R0, R1, R2, R3, R4, R5, R6, R7;  
	reg [7:0] w_en;  
	assign writenum_onebit = 8'b00000001 << writenum;
	assign readnum_onebit = 8'b000000001 << readnum;
	vDFFE #(16)LR1(clk, w_en[0], data_in, R0);  
	vDFFE #(16)LR2(clk, w_en[1], data_in, R1);  
	vDFFE #(16)LR3(clk, w_en[2], data_in, R2);  
	vDFFE #(16)LR4(clk, w_en[3], data_in, R3);  
	vDFFE #(16)LR5(clk, w_en[4], data_in, R4);  
	vDFFE #(16)LR6(clk, w_en[5], data_in, R5);  
	vDFFE #(16)LR7(clk, w_en[6], data_in, R6);  
	vDFFE #(16)LR8(clk, w_en[7], data_in, R7);  
	always_comb begin
		w_en = writenum_onebit & {8{write}};  
		case(readnum_onebit)
			8'b00000001: data_out = R0;
			8'b00000010: data_out = R1;
			8'b00000100: data_out = R2;
			8'b00001000: data_out = R3;
			8'b00010000: data_out = R4;
			8'b00100000: data_out = R5;
			8'b01000000: data_out = R6;
			8'b10000000: data_out = R7;
			default: data_out = {16{1'bx}};
		endcase
	end
endmodule
module vDFFE(clk, en, in, out) ;
  parameter n = 1; 
  input clk, en ;
  input  [n-1:0] in ;
  output [n-1:0] out ;
  reg    [n-1:0] out ;
  wire   [n-1:0] next_out ;
  assign next_out = en ? in : out;
  always_ff @(posedge clk)
    out <= next_out;  
endmodule
module shifter(in,shift,sout);
input [15:0] in;
input [1:0] shift;
output reg[15:0] sout;
always_comb begin 
	case(shift)
            2'b00: sout = in; 
            2'b01: sout = in << 1; 
            2'b10: sout = in >> 1; 
            2'b11: sout = {in[15], in[15:1]};  
            default: sout = {16{1'bx}};
   endcase
end
endmodule
==> Changelog: implementation <==
## Implementation

* Setup crit start kind: primary input
* Unrepaired setup endpoints after global routing: no
* GR Util All Layers at 0.274
* Seq cells post-synth at 179
* Post-layout power at 1.56 mW
* CP Max Fanout at 17
* Initial antenna violation count at 0
* Total CTS buffers at 17
* Number of post-CTS setup repair buffers at 0
* CTS tree: built
* Setup TNS at 0 ps
* Final hold vios at 0
* CP Class: in2reg
* Ys async rst share at 0
* Core box area at around 18000 sq um
* HP Class: reg2reg
* # Cells Yosys at around 740
* Highest-delay cell along the critical path: clkdlybuf4s50_1
* Clock sink total at 179
* Clock Skew at 12.3 ps
* DRT iter0 DRCs at roughly 380
* Layout Area Growth over Synthesis at 19.6%
* Root Buffer Master: clkbuf_16
* Outcome: finished, final reports clean
* Die H at between 100 and 150 um
* Final worst-path cycle share at 0.531
* Cells after DPL at roughly 1000
* DR pass1 iterations at 17
* CTS clk-pin slew, worst paths at about 70 ps
* Post-DR vias/cell at between 5 and 6
* Setup slack after layout at between 5000 and 6000 ps
* Number of enable flip-flop cells at ~180
* Synthesized cell area at 9400 sq um
* DRC viols at 0
* Largest net degree at the start of global routing at approximately 50
* Fin cells at 1075
* Cell row count at ~50
* OpenROAD warning count at 43
* Routed Antenna Nets at 0
* Max-cap violations at 0
* Unique cell types at 58
* Fmax at approximately 0.15 GHz
* Chip width at 139 um
* Seq share, synth at 0.572
* Top area cell types: edfxtp_1, mux4_2, ha_1, mux2i_1, a21oi_1
* Leakage at just over 4 nW
* Worst-Margin Slew at 999 ps
* Post-layout minimum cycle time at roughly 6500 ps
* N_diodes at 0
* H-tree Lvls at 4
* YS chip area at about 9400 sq um
* Cells after Synth at 739
* Most frequent cells in the layout: edfxtp_1, clkdlybuf4s50_1, nor2_1
* Crit path capture type: register
* Power density over the cells at approximately 140 nW/um^2
* Synth Warn # at 6
* Fillers at about 1400
* Hold Buf Count CTS at 0
* Commonest Layout Cell: edfxtp_1
* Slew HR at 0.327
* Chip area at approximately 19000 sq um
* Grt total ovfl at 0
* Final GP Congestion at ~0.94
* Syn avg cell area at around 13 sq um
* Cells resized by post-CTS repair at 0
* Vias at between 6000 and 7000
* Fraction of layout cells with a size suffix above 1 at 0.130
* WP data required at about 12000 ps
* CP bufs+invs at 2
* DR WL/cell at between 20 and 25 um
* Insertion Delay late pin at around 430 ps
* Total Wirelength at ~23000 um
* Buffers on Ports at about 94
* Pins Over Slew Limit at 0
* Delay-heaviest family, CP: AND-OR/OR-AND gates
* I/O Pins at roughly 95
* CP peak stage delay at roughly 1100 ps
* Clock Tree Buf Depth at 2
* Cell type with the largest total area: edfxtp_1
* Endpoints failing setup at 0
* Setup WS pre-CTS at between 5000 and 6000 ps
* Pre-Place Util at 0.516
* Vias in the first global route at 6515
* Area share, top type at 0.572
* CP Data Arrival Time at between 6000 and 7000 ps
* Main synth FF type: edfxtp_1
* Crit path cell chain: clkdlybuf4s50_1 -> mux2i_1 -> nor2_1 -> a21oi_1 -> nor2_1 -> a21oi_1 -> inv_1 -> ha_1 -> a21o_1 -> a221oi_2 -> a2111oi_0 -> a211o_1 -> a21o_1 -> a221oi_2 -> xor2_1 -> o21ai_1
* First-pass GRT wire length at roughly 36000 um
* DP HPWL at 16800 um
* Peak VDD IR at approximately 0.000087 V
## flip-flops by register name, indices dropped and copies added (netlist names)
signal and flops:
LR4.out 3, LR2.out 16, REGFILE.LR2.out 16, REGFILE.LR8.out 16, REGFILE.LR1.out 16, LR3.out 16
REGFILE.LR3.out 16, REGFILE.LR5.out 16, REGFILE.LR6.out 16, REGFILE.LR4.out 16, REGFILE.LR7.out 16, LR1.out 16
## worst reg2reg max path, delay by kind of cell (launching register included)
kind                     cells  cell delay [ps]
buffers and inverters        1              140
AND-OR/OR-AND                9             2130
XOR/XNOR                     1              190
adder cells (fa/ha/maj)      1              310
flip-flops                   1              420
AND/OR/NAND/NOR              2              110
multiplexers                 1              150
## synth_stat cells, drive strengths merged, types with 2 or more instances
library cell and n:
edfxtp 179, nor2 71, a21oi 55, o21ai 41, ha 37, clkbuf 35
nand2 35, mux2i 34, inv 33, nor2b 27, mux4 22, mux2 21
nand2b 12, xnor2 12, nor3 11, a221oi 10, a21o 9, nand3 9
o21bai 6, xor2 6, a2111oi 5, a211oi 5, a31oi 5, buf 5
o21a 5, nor3b 4, o211ai 4, o31ai 4, a221o 3, and3b 3
o22ai 3, a211o 2, a22oi 2, a32o 2, a32oi 2, and2 2
fa 2, o311ai 2, o31a 2, or3 2
## cell type report
| type | instances | area, sq um | share of cell area |
|---|---|---|---|
| inverter | 33 | 124 | 0.0110 |
| tap | 229 | 287 | 0.0255 |
| sequential | 179 | 5380 | 0.478 |
| multi-input combinational | 487 | 3760 | 0.334 |
| clock inverter | 15 | 184 | 0.0164 |
| timing repair buffer | 115 | 1090 | 0.0968 |
| clock buffer | 17 | 425 | 0.0378 |
## worst paths after layout
check | end | startpoint | slack, ps | cells past startpoint
worst max-delay path | LR3.out[13] | shift[0] | 5720 | 16
worst min-delay path | LR1.out[2] | REGFILE.LR1.out[2] | 600 | 1
worst max register to register | LR3.out[13] | LR2.out[1] | 8510 | 15
worst min register to register | LR1.out[2] | REGFILE.LR1.out[2] | 600 | 1
## per-layer routing
layer | global-route usage | share of wire | up-vias | wire [um]
li1 | - | - | 2989 | -
met1 | 0.382 | 0.39 | 3020 | 9080
met2 | 0.430 | 0.49 | 245 | 11600
met3 | 0.129 | 0.10 | 24 | 2440
met4 | 0.0374 | 0.014 | 0 | 327
met5 | 0 | 0 | - | 0
## power by group
part / leakage (nW) / internal [mW] / switching [mW] / total [mW]
combinational: 2.15 / 0.119 / 0.150 / 0.269
clock: 0.302 / 0.312 / 0.247 / 0.559
sequential: 1.68 / 0.715 / 0.0120 / 0.727
total: 4.13 / 1.15 / 0.409 / 1.56
## kinds of logic after synthesis
group                      Yosys count  synth area share
muxes                               77             0.114
AOI/OAI and AO/OA                  172             0.124
adders and majority gates           39            0.0535
buffers and inverters               73            0.0294
xor gates and xnor gates            18            0.0168
DFF                                179             0.572
and+or+nand+nor                    181            0.0910
## metrics by stage
step / util / hold WS, ps / area [sq um]
floorplan: - / 529 / 9400
detailed placement: 0.584 / 592 / 10600
CTS: 0.618 / 599 / 11200
global route: 0.618 / 616 / 11200
global placement: 0.584 / 584 / 10600
finish: 0.618 / 597 / 11200
Power figures rest on the tool's default switching activity, not on a simulated workload.
