$ cat run.sh
#!/bin/bash
# OpenROAD 26Q1-2900-gdf79404cd8, Yosys 0.63+post, stock flow scripts
make -C /OpenROAD-flow-scripts/flow DESIGN_CONFIG=/design/flow/config.mk WORK_HOME=/design/flow/orfs finish
$ cat design.v
module controller_fsm(clk, reset, opcode, op, cond, nsel, loada, loadb, loadc, loads, asel, bsel, vsel, write, reset_pc, load_pc, load_ir, mem_cmd, addr_sel, load_addr, branch_sel, N, V, Z, halt);
	input clk, reset, N, V, Z;
	input[2:0] opcode, cond;
	input[1:0] op;
	output loada, loadb, loadc, loads, asel, bsel, write, reset_pc, load_pc, load_ir, addr_sel, load_addr;
	output reg halt;
	output[1:0] vsel, mem_cmd;
	output[2:0] nsel; 
	output reg[3:0] branch_sel;  
	wire[7:0] fsm_in; 
	reg[25:0] next; 
	reg[7-1:0] next_state;
	wire[7-1:0] present_state, next_state_reset; 
	assign fsm_in = {opcode, op, cond};
	assign next_state_reset = reset ? 7'b0000000 : next_state;
	vDFF #(7) U1(clk, next_state_reset, present_state);  
	always @(*) begin
		casex({present_state, fsm_in})
			{7'b0000000, 8'bxxxxxxxx}: {next, branch_sel, halt} = {7'b0000001, 2'b00, 17'b00_xxx_0_0_0_0_0_0_0_1_1_0_0_0, 4'b0100, 1'b0};
			{7'b0000001, 8'bxxxxxxxx}: {next, branch_sel, halt} = {7'b0000010, 2'b10, 17'b00_xxx_0_0_0_0_0_0_0_0_0_0_1_0, 4'b0100, 1'b0};
			{7'b0000010, 8'bxxxxxxxx}: {next, branch_sel, halt} = {7'b0000011, 2'b10, 17'b00_xxx_0_0_0_0_0_0_0_0_0_1_1_0, 4'b0100, 1'b0};
			{7'b0000011, 8'b11010xxx}: {next, branch_sel, halt} = {7'b0010001, 2'b00, 17'b00_xxx_0_0_0_0_0_0_0_0_1_0_0_0, 4'b0100, 1'b0};
			{7'b0000011, 8'b11000xxx}: {next, branch_sel, halt} = {7'b0000100, 2'b00, 17'b00_xxx_0_0_0_0_0_0_0_0_1_0_0_0, 4'b0100, 1'b0};
			{7'b0000011, 8'b10100xxx}: {next, branch_sel, halt} = {7'b0000101, 2'b00, 17'b00_xxx_0_0_0_0_0_0_0_0_1_0_0_0, 4'b0100, 1'b0};
			{7'b0000011, 8'b10101xxx}: {next, branch_sel, halt} = {7'b0000110, 2'b00, 17'b00_xxx_0_0_0_0_0_0_0_0_1_0_0_0, 4'b0100, 1'b0};
			{7'b0000011, 8'b10110xxx}: {next, branch_sel, halt} = {7'b0000111, 2'b00, 17'b00_xxx_0_0_0_0_0_0_0_0_1_0_0_0, 4'b0100, 1'b0};
			{7'b0000011, 8'b10111xxx}: {next, branch_sel, halt} = {7'b0001000, 2'b00, 17'b00_xxx_0_0_0_0_0_0_0_0_1_0_0_0, 4'b0100, 1'b0};
			{7'b0000011, 8'b01100xxx}: {next, branch_sel, halt} = {7'b0010111, 2'b00, 17'b00_xxx_0_0_0_0_0_0_0_0_1_0_0_0, 4'b0100, 1'b0};
			{7'b0000011, 8'b10000xxx}: {next, branch_sel, halt} = {7'b0011100, 2'b00, 17'b00_xxx_0_0_0_0_0_0_0_0_1_0_0_0, 4'b0100, 1'b0};
			{7'b0000011, 8'b11100xxx}: {next, branch_sel, halt} = {7'b0111110, 2'b00, 17'b00_xxx_0_0_0_0_0_0_0_0_1_0_0_0, 4'b0100, 1'b0};
			{7'b0000011, 8'b00100000}: {next, branch_sel, halt} = {7'b0101011,2'b00, 17'b00_xxx_0_0_0_0_0_0_0_0_1_0_0_0, 4'b0100, 1'b0};
			{7'b0000011, 8'b00100001}: {next, branch_sel, halt} = {7'b0101100, 2'b00, 17'b00_xxx_0_0_0_0_0_0_0_0_1_0_0_0, 4'b0100, 1'b0};
			{7'b0000011, 8'b00100010}: {next, branch_sel, halt} = {7'b0101101, 2'b00, 17'b00_xxx_0_0_0_0_0_0_0_0_1_0_0_0, 4'b0100, 1'b0};
			{7'b0000011, 8'b00100011}: {next, branch_sel, halt} = {7'b0101110, 2'b00, 17'b00_xxx_0_0_0_0_0_0_0_0_1_0_0_0, 4'b0100, 1'b0};
			{7'b0000011, 8'b00100100}: {next, branch_sel, halt} = {7'b0101111, 2'b00, 17'b00_xxx_0_0_0_0_0_0_0_0_1_0_0_0, 4'b0100, 1'b0};
			{7'b0000011, 8'b01011111}: {next, branch_sel, halt} = {7'b0101000, 2'b00, 17'b00_xxx_0_0_0_0_0_0_0_0_1_0_0_0, 4'b0100, 1'b0};
			{7'b0000011, 8'b01000000}: {next, branch_sel, halt} = {7'b0101001, 2'b00, 17'b00_xxx_0_0_0_0_0_0_0_0_1_0_0_0, 4'b0100, 1'b0};
			{7'b0000011, 8'b01010111}: {next, branch_sel, halt} = {7'b0101010, 2'b00, 17'b00_xxx_0_0_0_0_0_0_0_0_1_0_0_0, 4'b0100, 1'b0};
			{7'b0010001, 8'bxxxxxxxx}: {next, branch_sel, halt} = {7'b0000001, 2'b00, 17'b10_001_0_0_0_0_0_0_1_0_0_0_0_0, 4'b0100, 1'b0};
			{7'b0000100, 8'bxxxxxxxx}: {next, branch_sel, halt} = {7'b0001100, 2'b00, 17'b00_100_0_1_0_0_0_0_0_0_0_0_0_0, 4'b0100, 1'b0};
			{7'b0000101, 8'bxxxxxxxx}: {next, branch_sel, halt} = {7'b0001001, 2'b00, 17'b00_100_0_1_0_0_0_0_0_0_0_0_0_0, 4'b0100, 1'b0};
			{7'b0000110, 8'bxxxxxxxx}: {next, branch_sel, halt} = {7'b0001010, 2'b00, 17'b00_100_0_1_0_0_0_0_0_0_0_0_0_0, 4'b0100, 1'b0};
			{7'b0000111, 8'bxxxxxxxx}: {next, branch_sel, halt} = {7'b0001011, 2'b00, 17'b00_100_0_1_0_0_0_0_0_0_0_0_0_0, 4'b0100, 1'b0};
			{7'b0001000, 8'bxxxxxxxx}: {next, branch_sel, halt} = {7'b0010000, 2'b00, 17'b00_100_0_1_0_0_0_0_0_0_0_0_0_0, 4'b0100, 1'b0};
			{7'b0001100, 8'bxxxxxxxx}: {next, branch_sel, halt} = {7'b0010010, 2'b00, 17'b00_xxx_0_0_1_0_1_0_0_0_0_0_0_0, 4'b0100, 1'b0};
			{7'b0001001, 8'bxxxxxxxx}: {next, branch_sel, halt} = {7'b0001101, 2'b00, 17'b00_001_1_0_0_0_0_0_0_0_0_0_0_0, 4'b0100, 1'b0};
			{7'b0001010, 8'bxxxxxxxx}: {next, branch_sel, halt} = {7'b0001110, 2'b00, 17'b00_001_1_0_0_0_0_0_0_0_0_0_0_0, 4'b0100, 1'b0};
			{7'b0001011, 8'bxxxxxxxx}: {next, branch_sel, halt} = {7'b0001111, 2'b00, 17'b00_001_1_0_0_0_0_0_0_0_0_0_0_0, 4'b0100, 1'b0};
			{7'b0010000, 8'bxxxxxxxx}: {next, branch_sel, halt} = {7'b0010110, 2'b00, 17'b00_xxx_0_0_1_0_1_0_0_0_0_0_0_0, 4'b0100, 1'b0};
			{7'b0010010, 8'bxxxxxxxx}: {next, branch_sel, halt} = {7'b0000001, 2'b00, 17'b00_010_0_0_0_0_0_0_1_0_0_0_0_0, 4'b0100, 1'b0};	
			{7'b0001101, 8'bxxxxxxxx}: {next, branch_sel, halt} = {7'b0010011, 2'b00, 17'b00_xxx_0_0_1_0_0_0_0_0_0_0_0_0, 4'b0100, 1'b0};
			{7'b0001110, 8'bxxxxxxxx}: {next, branch_sel, halt} = {7'b0010100, 2'b00, 17'b00_xxx_0_0_0_1_0_0_0_0_0_0_0_0, 4'b0100, 1'b0};
			{7'b0001111, 8'bxxxxxxxx}: {next, branch_sel, halt} = {7'b0010101, 2'b00, 17'b00_xxx_0_0_1_0_0_0_0_0_0_0_0_0, 4'b0100, 1'b0};
			{7'b0010110, 8'bxxxxxxxx}: {next, branch_sel, halt} = {7'b0000001, 2'b00, 17'b00_010_0_0_0_0_0_0_1_0_0_0_0_0, 4'b0100, 1'b0};
			{7'b0010011, 8'bxxxxxxxx}: {next, branch_sel, halt} = {7'b0000001, 2'b00, 17'b00_010_0_0_0_0_0_0_1_0_0_0_0_0, 4'b0100, 1'b0};
			{7'b0010100, 8'bxxxxxxxx}: {next, branch_sel, halt} = {7'b0000001, 2'b00, 17'b00_xxx_0_0_0_1_0_0_0_0_0_0_0_0, 4'b0100, 1'b0};
			{7'b0010101, 8'bxxxxxxxx}: {next, branch_sel, halt} = {7'b0000001, 2'b00, 17'b00_010_0_0_0_0_0_0_1_0_0_0_0_0, 4'b0100, 1'b0};
			{7'b0010111, 8'bxxxxxxxx}: {next, branch_sel, halt} = {7'b0011000, 2'b00, 17'b00_001_1_0_0_0_0_0_0_0_0_0_0_0, 4'b0100, 1'b0};
			{7'b0011000, 8'bxxxxxxxx}: {next, branch_sel, halt} = {7'b0011001, 2'b00, 17'b00_xxx_0_0_1_0_0_1_0_0_0_0_0_0, 4'b0100, 1'b0};
			{7'b0011001, 8'bxxxxxxxx}: {next, branch_sel, halt} = {7'b0011010, 2'b00, 17'b00_xxx_0_0_0_0_0_0_0_0_0_0_0_1, 4'b0100, 1'b0};
			{7'b0011010, 8'bxxxxxxxx}: {next, branch_sel, halt} = {7'b0011011, 2'b10, 17'b00_xxx_0_0_0_0_0_0_0_0_0_0_0_0, 4'b0100, 1'b0};
			{7'b0011011, 8'bxxxxxxxx}: {next, branch_sel, halt} = {7'b0000001, 2'b10, 17'b11_010_0_0_0_0_0_0_1_0_0_0_0_0, 4'b0100, 1'b0};
			{7'b0011100, 8'bxxxxxxxx}: {next, branch_sel, halt} = {7'b0011101, 2'b00, 17'b00_001_1_0_0_0_0_0_0_0_0_0_0_0, 4'b0100, 1'b0};
			{7'b0011101, 8'bxxxxxxxx}: {next, branch_sel, halt} = {7'b0011110, 2'b00, 17'b00_xxx_0_0_1_0_0_1_0_0_0_0_0_0, 4'b0100, 1'b0};
			{7'b0011110, 8'bxxxxxxxx}: {next, branch_sel, halt} = {7'b0011111, 2'b00, 17'b00_xxx_0_0_0_0_0_0_0_0_0_0_0_1, 4'b0100, 1'b0};
			{7'b0011111, 8'bxxxxxxxx}: {next, branch_sel, halt} = {7'b0100000, 2'b00, 17'b00_xxx_0_0_0_0_0_0_0_0_0_0_0_0, 4'b0100, 1'b0};
			{7'b0100000, 8'bxxxxxxxx}: {next, branch_sel, halt} = {7'b0100001, 2'b00, 17'b00_010_0_1_0_0_0_0_0_0_0_0_0_0, 4'b0100, 1'b0};
			{7'b0100001, 8'bxxxxxxxx}: {next, branch_sel, halt} = {7'b0100010, 2'b00, 17'b00_xxx_0_0_1_0_1_0_0_0_0_0_0_0, 4'b0100, 1'b0};
			{7'b0100010, 8'bxxxxxxxx}: {next, branch_sel, halt} = {7'b0000001, 2'b11, 17'b00_xxx_0_0_0_0_0_0_0_0_0_0_0_0, 4'b0100, 1'b0};
			{7'b0111110, 8'bxxxxxxxx}: {next, branch_sel, halt} = {7'b0111110, 2'b00, 17'b00_xxx_0_0_0_0_0_0_0_0_0_0_0_0, 4'b0100, 1'b1};
			{7'b0101000, 8'bxxxxxxxx}: {next, branch_sel, halt} = {7'b0110000, 2'b00, 17'b00_xxx_0_0_0_0_0_0_0_0_1_0_0_0, 4'b1000, 1'b0};
			{7'b0101001, 8'bxxxxxxxx}: {next, branch_sel, halt} = {7'b0110001, 2'b00, 17'b00_010_0_1_0_0_0_0_0_0_0_0_0_0, 4'b1000, 1'b0};
			{7'b0101010, 8'bxxxxxxxx}: {next, branch_sel, halt} = {7'b0110010, 2'b00, 17'b00_xxx_0_0_0_0_0_0_0_0_1_0_0_0, 4'b1000, 1'b0};
			{7'b0101011, 8'bxxxxxxxx}: {next, branch_sel, halt} = {7'b0000001, 2'b00, 17'b00_xxx_0_0_0_0_0_0_0_1_0_0_0, 4'b0010, 1'b0};
			{7'b0101100, 8'bxxxxxxxx}: {next, branch_sel, halt} = {7'b0000001, 2'b00, 17'b00_xxx_0_0_0_0_0_0_0_0_1_0_0_0, {Z ? 4'b0010 : 4'b1000}, 1'b0};
			{7'b0101101, 8'bxxxxxxxx}: {next, branch_sel, halt} = {7'b0000001, 2'b00, 17'b00_xxx_0_0_0_0_0_0_0_0_1_0_0_0, {~Z ? 4'b0010 : 4'b1000}, 1'b0};
			{7'b0101110, 8'bxxxxxxxx}: {next, branch_sel, halt} = {7'b0000001, 2'b00, 17'b00_xxx_0_0_0_0_0_0_0_0_1_0_0_0, {(N == V) ? 4'b1000 : 4'b0010}, 1'b0};
			{7'b0101111, 8'bxxxxxxxx}: {next, branch_sel, halt} = {7'b0000001, 2'b00, 17'b00_xxx_0_0_0_0_0_0_0_0_1_0_0_0, {((N != V) | Z) ? 4'b0010 : 4'b1000}, 1'b0};
			{7'b0110000, 8'bxxxxxxxx}: {next, branch_sel, halt} = {7'b0110011, 2'b00, 17'b01_001_0_0_0_0_0_0_1_0_0_0_0_0, 4'b0010, 1'b0};
			{7'b0110001, 8'bxxxxxxxx}: {next, branch_sel, halt} = {7'b0110100, 2'b00, 17'b00_xxx_0_0_1_0_1_0_0_0_0_0_0_0, 4'b0001, 1'b0};
			{7'b0110010, 8'bxxxxxxxx}: {next, branch_sel, halt} = {7'b0101001, 2'b00, 17'b01_001_0_0_0_0_0_0_1_0_0_0_0_0, 4'b0010, 1'b0};
			{7'b0110011, 8'bxxxxxxxx}: {next, branch_sel, halt} = {7'b0000001, 2'b00, 17'b01_xxx_0_0_0_0_0_0_0_0_1_0_0_0, 4'b0010, 1'b0};
			{7'b0110100, 8'bxxxxxxxx}: {next, branch_sel, halt} = {7'b0000001, 2'b00, 17'b00_xxx_0_0_0_0_0_0_0_0_1_0_0_0, 4'b0001, 1'b0};
			default: {next, branch_sel, halt} = {31{1'bx}};
		endcase
	end
	assign {next_state, mem_cmd, vsel, nsel, loada, loadb, loadc, loads, asel, bsel, write, reset_pc, load_pc, load_ir, addr_sel, load_addr} = next;  
endmodule 
module vDFF(clk, in, out);
	parameter n = 1;
	input clk;
	input [n-1:0] in;
	output reg [n-1:0] out;
	always_ff @ (posedge clk)
		out <= in;
endmodule
$ cat constraint.sdc
current_design controller_fsm

set clk_period 3.3
set clk_io_pct 0.2

create_clock -name clk0 -period $clk_period [get_ports {clk}]

set non_clock_inputs [all_inputs -no_clocks]
set_input_delay [expr $clk_period * $clk_io_pct] -clock clk0 $non_clock_inputs
set_output_delay [expr $clk_period * $clk_io_pct] -clock clk0 [all_outputs]
$ cat config.mk
export PLATFORM = sky130hd
export DESIGN_NAME = controller_fsm
export DESIGN_NICKNAME = controller_fsm
export VERILOG_FILES = /design/flow/design.v
export SDC_FILE = /design/flow/constraint.sdc
export NUM_CORES = 4
export LEC_CHECK = 1
export CORE_UTILIZATION = 30
==> results.toml <==
# implementation run metrics
[worst_setup_path]
worstReg2RegStart = "U1.out[0]$_SDFF_PP0_"
worst_setup_path_start_kind = "input pin"
worst_ep_required_time_ns = 2.64
critical_path.endpoint_type = "primary output"
crit_type = "input pin to primary output"
worst_path_cell_trace = "dlygate4sd2_1 -> or3b_4 -> a2111oi_4 -> o221ai_1 -> and3_4 -> nand4_1 -> inv_1 -> clkdlybuf4s50_1"
r2r_cells = 8
r2r_setup_slack_ns = 1.13
r2r-end = "U1.out[1]$_SDFF_PP0_"
timing.critical_path.fanout_max = 3
cpMaxStageDelayCell = "sky130_fd_sc_hd__or3b_4"
max_stage_delay_ns = 0.42
critical_path_arrival_ns = 2.55

[timing]
finalClockPeriodUsage = 0.9725
setup_ws_ns = 0.09082
rsz0062_at_grt = "no"
max-slew-margin-rel = 0.6591
fin_tns_setup_ns = 0
setup_viol_count_final = 0
finalHoldViolations = 0
layout_min_cycle_time_ns = 3.209
worst_clock_skew_ns = 0.001347
timing.fmax_mhz = 311.6
worst_pin_slew_ns = 0.5103
pins_over_their_slew_limit = 0
timing.hold.ws_ns = 0.7885

[layout]
drive_gt1_frac = 0.1854
area_delta_synth_final_pct = 43.15
number_of_cells_in_the_finished_layout_apart_from_fillers = 401
registers.top_by_ff_count = "U1.out"
final_core_util = 0.4444
largest_register_ffs = 6
post_route_cell_area_um2 = 2432
biggest_regs = "U1.out x6"

[power_and_ir_drop]
internal_power_mw = 0.3683
pwr-share-seq = 0.170
power_frac_clock = 0.165
post_route_total_power_mw = 0.6449
power.combinational.fraction = 0.665
switching_power_as_a_share_of_total_power = 0.4289
power.density_nw_per_um2 = 265.1
leakage_nw = 0.9098
p_sw_mw = 0.2766
power.ir.vdd_worst_mv = 0.1828

[route]
drc_errors = 0
antenna_left = 0
wl_per_cell_um = 15.25
drt_iter0_drc = 317
antenna_cells = 0
total_detailed_routing_wirelength_um = 6116
via_cell_ratio = 5.776
detailedRoute.firstPassIterationCount = 6
detailroute.via_count = 2316

[synthesis]
synth.lib_cells_used.distinct = 57
postSynthAreaPerCell_um2 = 5.983
leading_post_synthesis_cells_by_cell_area = "sky130_fd_sc_hd__dfxtp_1, sky130_fd_sc_hd__a21oi_1, sky130_fd_sc_hd__o21ai_0"
synthFlopType = "sky130_fd_sc_hd__dfxtp_1"
ys_async_sr_fraction = 0
syn_inst = 284
synth.largest_area_cell = "sky130_fd_sc_hd__dfxtp_1"
yosys-stat-area_um2 = 1699
synth.yosys.seq_area_share = 0.07069
number_of_synthesized_flops_with_an_enable_pin = 0
top_cell_area_share = 0.07069
ys_cells = 284
netlist_top_cells_count = "sky130_fd_sc_hd__nand2_1, sky130_fd_sc_hd__nor2_1, sky130_fd_sc_hd__a21oi_1, sky130_fd_sc_hd__o21ai_0, sky130_fd_sc_hd__clkbuf_1"
synth_warnings = 2
synth-seq-cells = 6
synth_area_um2 = 1699

[place]
hpwl_um = 4311
place_inst = 392
placed_cell_area_um2 = 2257
place.gp.congestion = 0.9651
minimum_setup_slack_after_placement_ns = -0.1460
port-buffer-count = 36

[cts]
clock_path_buffers = 2
post_cts_hold_buffer_count = 0
worstSkewPairLatency_ns = 0.22
cts.reportedPaths.clkPinSlew_ns = 0.03
cts_h_tree_depth = 1
cts.sinks = 6
cts_buffers = 3
cts_tree = "yes"
clockRootBuffer = "sky130_fd_sc_hd__clkbuf_8"

[flow_run]
maxCapViolCount = 0
warning_count = 25

[hold_path]
timing.hold.worst.start = "U1.out[4]$_SDFF_PP0_"
worst_hold_path.endpoint = "U1.out[1]$_SDFF_PP0_"
holdPathStages = 3
timing.hold.worst.class = "flip-flop to flip-flop"

[global_route]
total_overflow_reported_by_the_global_router = 0
grt_first_pass_wirelength_um = 9770
track_usage = 0.2012
pin_count_of_the_biggest_net_entering_global_routing = 44
grt_antenna_before_repair = 0
vias_in_the_first_global_route = 1949

[outcome]
outcome = "finished, final reports clean"

[floorplan]
rows = 27
die_height_um = 77.26
floorplanUtilization = 0.3105
boundaryPins = 37
placeableCoreArea_um2 = 5473
chip_area_um2 = 5968
chipWidth_um = 77.26
## worst max path at each step
stage	startpoint	endpoint	slack (ns)	depth (start not counted)
4_1_cts	op[0]	load_pc	0.01	7
5_1_grt	cond[0]	reset_pc	0.02	8
6_report	cond[0]	reset_pc	0.09	8
## cells in the final DEF (no fill, tap or decap), types with 5 or more instances in the layout
master / count
sky130_fd_sc_hd__dlymetal6s2s_1: 6
sky130_fd_sc_hd__nor3_1: 13
sky130_fd_sc_hd__a22oi_1: 5
sky130_fd_sc_hd__inv_1: 9
sky130_fd_sc_hd__nor2b_1: 13
sky130_fd_sc_hd__nand3_1: 8
sky130_fd_sc_hd__nand2_1: 26
sky130_fd_sc_hd__o22ai_1: 9
sky130_fd_sc_hd__dfxtp_1: 5
sky130_fd_sc_hd__o21a_1: 5
sky130_fd_sc_hd__buf_4: 36
sky130_fd_sc_hd__a21oi_1: 21
sky130_fd_sc_hd__a31oi_1: 7
sky130_fd_sc_hd__o21ai_0: 20
sky130_fd_sc_hd__clkdlybuf4s50_1: 27
sky130_fd_sc_hd__nor2_1: 27
sky130_fd_sc_hd__nand2b_1: 11
## power by group through the flow
stage | registers (mW) | logic [mW] | clock network (mW)
CTS | 0.108 | 0.404 | 0.109
finish | 0.109 | 0.429 | 0.106
global route | 0.111 | 0.470 | 0.114
## cell type report
cell class                 instances  area, µm²
fill                             576       3040
multi-input combinational        236       1461
timing repair buffer              75      684.4
sequential                         6      121.4
tap                               72      90.09
clock buffer                       3      41.29
inverter                           9      33.78
## per-layer routing
metal  up-vias  wire [µm]  track usage  share of wire
met4         0        107      0.03774          0.017
met1      1045       2865       0.3087           0.47
met2       122       2700       0.3088           0.44
li1       1140          -            -              -
met5         -          0            0              0
met3         9        443      0.01451          0.072
## cell families (layout without fill, tap and decap cells)
logic type	count (synthesis)	in the layout	share of synthesized area
flops	6	6	0.07070
mux	2	2	0.01252
buf+inv	42	87	0.1097
xor+xnor	5	5	0.02577
compound gates	94	94	0.3527
simple gates	135	135	0.4286
## critical path: cells and delay by family
| kind | cells | cell delay, ns |
|---|---|---|
| buf+inv | 3 | 0.72 |
| compound gates | 2 | 0.42 |
| simple gates | 3 | 0.74 |
## timing repair
item | in CTS | in global routing
pin swaps | 4 | 8
gates resized | 9 | 20
endpoints found under the setup margin | 1 | 4
buffers inserted | 1 | 5
Power is estimated from default activity; no workload was simulated.
